--- /design/flow/design.v ---
module register (
    input run,
    input clock,
    input reset,
    input c8,
    c9,
    c10,
    c4,
    c5,
    c6,
    c7,
    input [7:0] inp,
    output reg [7:0] output_one,
    output reg [7:0] output_two
);
  reg [7:0] A;
  reg [7:0] B;
  reg [7:0] C;
  reg [7:0] D;
  always @(posedge clock or posedge reset) begin
    if (reset) begin
      A <= 8'b0;
      B <= 8'b0;
      C <= 8'b0;
      D <= 8'b0;
    end else if (run & c10)
      case ({
        c8, c9
      })
        2'b00: A <= inp;
        2'b01: B <= inp;
        2'b10: C <= inp;
        2'b11: D <= inp;
      endcase
  end
  always @(c4, c5, c6, c7) begin
    case ({
      c4, c5
    })
      2'b00: output_one = A;
      2'b01: output_one = B;
      2'b10: output_one = C;
      2'b11: output_one = D;
    endcase
    case ({
      c6, c7
    })
      2'b00: output_two = A;
      2'b01: output_two = B;
      2'b10: output_two = C;
      2'b11: output_two = D;
    endcase
  end
endmodule
--- /design/flow/run.sh ---
#!/bin/bash
# OpenROAD 26Q1-2900-gdf79404cd8, Yosys 0.63+post, stock flow scripts
make -C /OpenROAD-flow-scripts/flow DESIGN_CONFIG=/design/flow/config.mk WORK_HOME=/design/flow/orfs finish
--- /design/flow/config.mk ---
export PLATFORM = sky130hd
export DESIGN_NAME = register
export DESIGN_NICKNAME = register
export VERILOG_FILES = /design/flow/design.v
export SDC_FILE = /design/flow/constraint.sdc
export NUM_CORES = 4
export LEC_CHECK = 1
export CORE_UTILIZATION = 30
--- /design/flow/constraint.sdc ---
current_design register

set clk_period 1.2
set clk_io_pct 0.2

create_clock -name clk0 -period $clk_period [get_ports {clock}]

set non_clock_inputs [all_inputs -no_clocks]
set_input_delay [expr $clk_period * $clk_io_pct] -clock clk0 $non_clock_inputs
set_output_delay [expr $clk_period * $clk_io_pct] -clock clk0 [all_outputs]
==> Changelog: implementation <==
### Implementation results

* TritonRoute pass-1 iters at 4
* Vias per cell at 4.78
* FF-to-FF End: A[6]
* Root buffer cell: clkbuf_8
* Fraction of the cycle the final worst path needs at 1.35
* Startpoint types: flop
* Synth flops at 32
* YS warnings at 1
* Clk sinks at 32
* Final worst slack at -424 ps
* Cts hold-fix bufs at 0
* Register Area at 801 sq um
* Late-Pin Clk Latency at 270 ps
* Ys async rst share at 1.00
* Number of max-slew violations in the final report at 0
* Final ANT Viol Nets at 0
* Post-synth EDFFs at 0
* First-iteration detailed-routing DRC count at 25
* Largest net degree at the start of global routing at 33
* Rel. slew slack at 0.881
* Clk_skew at 0 ps
* Pre-CTS setup slack at -893 ps
* RSZ-0062 raised after global routing: yes
* Worst reg2reg path depth at 4
* P per Cell Area at 1490 nW/um^2
* Top-area cell share at 0.489
* Yosys top cell by instances: dfrtp_1
* Power Total at 3830 uW
* Chip Area, Yosys at 1640 sq um
* Cell row count at 26
* Worst hold slack at 292 ps
* Synth cell count leaders: dfrtp_1 (32), mux2_2 (24), mux4_2 (16), mux2_4 (8)
* Synthesized cell area at 1640 sq um
* Synth area leader: dfrtp_1
* Max-Cap Viols at 0
* Tool Warnings at 27
* Status: complete, but fails checks
* Placed inst area at 2240 sq um
* Final setup fails at 16
* Post-Place Cells at 203
* Failing checks: setup timing
* CP required at 960 ps
* Non-Filler Instances at 238
* Die x size at 75.9 um
* Crit Reg-Reg Startpoint: A[6]
* Area growth syn-to-layout at 56.3%
* CTS tree: built
* I/O pins at 34
* Fin crit period at 1620 ps
* Layout fillers at 420
* Vias at 1138
* Worst hold path class: primary input to async pin
* Htree depth at 2
* Die Y-Extent at 75.9 um
* Cell count listed in synth_stat.txt at 90
* Diode count at 0
* Core footprint at 5170 sq um
* Post-Syn Instances at 90
* DP HPWL at 2.43 mm
* Main flop type: dfrtp_1
* Worst-path clk slew at 70 ps
* Slew @ Worst Pin at 179 ps
* Total CTS buffers at 5
* Post-synth cell types at 11
* DRC at 0
* Syn_area_per_cell at 18.2 sq um
* Post-route design area at 2560 sq um
* Post-synth seq share at 0.489
* WS Path Type: flop to primary output
* Worst IR Drop VDD at 0.694 mV
* First-pass GRT wire length at 6.26 mm
* FMAX at 616 MHz
* DRT Wirelength at 3.81 mm
* Overflow after GRT at 0
* Final hold viol count at 0
* Die ar. at 5760 sq um
* GPL Wtd Cong at 0.768
* Crit path max fanout at 2
* Clk buf depth at 2
* Worst Path Arrival at 1380 ps
* Total track usage at 0.144
* Drt wl/cell at 16.0 um
* Initial antenna violation count at 0
* Biggest area cells: dfrtp_1 (49%), mux4_2 (22%), mux2_2 (16%), mux2_4 (7.3%), nand4b_2 (1.8%)
* CP endpoint kind: primary output
* Combinational gate area at 806 sq um
* Fraction of layout cells with a size suffix above 1 at 0.702
* Worst R2R Setup Slack at 70 ps
* Fp_density at 0.317
* Port Buffers at 33
* Vias in the first global route at 1228
* Leakage at 0.00116 uW
-- through the flow --
stage	TNS, ps	utilization
2_1_floorplan	0	-
5_1_grt	-6360	0.495
4_1_cts	-5770	0.486
6_report	-5600	0.495
3_5_place_dp	-25840	0.433
3_3_place_gp	-25040	0.433
-- metal layers --
| metal | part of all wire | GRT usage | wire length [um] |
|---|---|---|---|
| met1 | 0.44 | 0.210 | 1690 |
| met2 | 0.49 | 0.227 | 1850 |
| met5 | 0 | 0 | 0 |
| met3 | 0.052 | 0.0355 | 199 |
| met4 | 0.018 | 0.0365 | 68 |
-- kinds of logic (layout without fill, tap and decap cells) --
family | Yosys count | after routing | synth area share
AND/OR/NAND/NOR | 4 | 4 | 0.0336
buffers and inverters | 6 | 84 | 0.0198
flip-flops | 32 | 32 | 0.489
multiplexers | 48 | 48 | 0.458
-- how the worst max path moves through the flow --
| stage | startpoint | end | slack (ps) | cells after the start |
|---|---|---|---|---|
| 4_1_cts | D[3] | output_two[3] | -440 | 3 |
| 5_1_grt | A[6] | output_two[6] | -460 | 3 |
| 6_report | D[2] | output_one[2] | -420 | 3 |
-- critical path, stage by stage (launching register included) --
cell and delay [ps]:
dfrtp_1 390, buf_6 120, mux4_2 460, buf_2 130
-- layout by cell type, fill, tap and decap left out, drive strengths merged, types with 2 or more instances in the layout --
master | synthesis | layout
buf | 5 | 59
clkbuf | 0 | 7
clkdlybuf4s50 | 0 | 9
dfrtp | 32 | 32
dlygate4sd2 | 0 | 6
mux2 | 32 | 32
mux4 | 16 | 16
nand4b | 2 | 2
-- flip-flops by register name, indices dropped and copies added (netlist names) --
signal / count
A: 8
B: 8
C: 8
D: 8
-- area by class of cell --
type                    count  area share
clock inverters             1      0.0117
multi-input cells          52       0.314
repair buffers             75       0.288
clock buffers               7      0.0376
well taps                  70      0.0342
flip-flops and latches     32       0.312
inverters                   1     0.00146
-- what timing repair did --
action / in CTS / in global routing
resized: 69 / 7
buffers inserted: 24 / 3
pin swaps: 1 / 0
endpoints found under the setup margin: 48 / 16
-- report_power, final --
part	leakage [uW]	switching, uW	internal [uW]
clock	0.0000645	383	732
sequential	0.000384	160	1320
combinational	0.000711	314	921
Power is estimated from default activity; no workload was simulated.
