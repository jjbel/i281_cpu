## ./run.sh

```bash
#!/bin/bash
# OpenROAD 26Q1-2900-gdf79404cd8, Yosys 0.63+post, stock flow scripts
make -C /OpenROAD-flow-scripts/flow DESIGN_CONFIG=/design/flow/config.mk WORK_HOME=/design/flow/orfs finish
```

## ./config.mk

```make
export PLATFORM = sky130hd
export DESIGN_NAME = alu
export DESIGN_NICKNAME = alu
export VERILOG_FILES = /design/flow/design.v
export SDC_FILE = /design/flow/constraint.sdc
export NUM_CORES = 4
export LEC_CHECK = 1
export CORE_AREA = 10 10 91 91
export DIE_AREA = 0 0 101 101
```

## ./constraint.sdc

```tcl
current_design alu

set clk_period 4.4
set clk_io_pct 0.2

create_clock -name clk0 -period $clk_period

set non_clock_inputs [all_inputs -no_clocks]
set_input_delay [expr $clk_period * $clk_io_pct] -clock clk0 $non_clock_inputs
set_output_delay [expr $clk_period * $clk_io_pct] -clock clk0 [all_outputs]
```

## ./design.v

```verilog
module alu (
    input c12,
    input c13,
    input [7:0] alu_in_one,
    input [7:0] alu_in_two,
    output reg [3:0] alu_flags,
    output reg [7:0] alu_result
);
  reg [8:0] catch_flags;
  always @(*) begin
    alu_result  = 8'b0;
    alu_flags   = 4'b0;
    catch_flags = 9'b0;
    case ({
      c12, c13
    })
      2'b00: begin
        alu_result   = alu_in_one << 1;
        alu_flags[0] = (alu_result == 0);   
        alu_flags[1] = alu_result[7];   
        alu_flags[2] = 1'b0;   
        alu_flags[3] = alu_in_one[7];   
      end
      2'b01: begin
        alu_result   = alu_in_one >> 1;
        alu_flags[0] = (alu_result == 0);   
        alu_flags[1] = alu_result[7];   
        alu_flags[2] = 1'b0;   
        alu_flags[3] = alu_in_one[0];   
      end
      2'b10: begin
        catch_flags = {1'b0, alu_in_one} + {1'b0, alu_in_two};   
        alu_result = catch_flags[7:0];
        alu_flags[0] = (alu_result == 0);   
        alu_flags[1] = alu_result[7];   
        alu_flags[2] = catch_flags[8] ^ (alu_result[7] ^ alu_in_one[7] ^ alu_in_two[7]);  
        alu_flags[3] = catch_flags[8];   
      end
      2'b11: begin
        catch_flags = {1'b0, alu_in_one} + {1'b0, ~alu_in_two} + 1;   
        alu_result = catch_flags[7:0];
        alu_flags[0] = (alu_result == 0);   
        alu_flags[1] = alu_result[7];   
        alu_flags[2] = catch_flags[8] ^ (alu_result[7] ^ alu_in_one[7] ^ ~alu_in_two[7]);  
        alu_flags[3] = catch_flags[8];   
      end
    endcase
  end
endmodule
```

==> out/qor.txt <==
Hpwl dp - 2.89 mm
Post-route ant nets - 0
Layout area overhead - 63.8%
Syn avg cell area - 8.00 sq um
Proportion of synthesized chip area in sequential cells - 0%
Hold-fix buffers, CTS - 0
Die Height - 101 microns
Overall Power - 252 uW
Hold_sp - alu_in_one[0]
Area leader share - 19.7%
Pwr Density - 143 nW/um^2
Post-Layout Cell Count - 264
Cell area leaders - ha_1 (20%), mux4_2 (10%), xnor2_1 (6.5%), xnor3_1 (4.2%), inv_1 (3.8%)
Top post-synthesis cells by count - ha_1 (17), inv_1 (11), nor2_1 (10)
Setup Viol. Count Final - 0
Yosys warnings - 1
Die area - 10200 sq um
DR vias/cell - 4.24
Final core utilization - 27.9%
Register Area - 0 sq um
Share of layout cells above drive strength 1 - 31.0%
Post-Place Cells - 262
P_leak - 0.792 nW
Tot GR Track Use - 6.47%
RSZ-0062 raised after global routing - yes
Hold path cells - 5
Layout clock buffer count - 0
CP endpoint kind - primary output
Crit-path cells - dlygate4sd2_1 -> inv_2 -> ha_1 -> inv_1 -> fa_2 -> a211o_1 -> o211ai_1 -> a21oi_2 -> buf_4 -> a211o_1 -> o21ai_2 -> o22a_1 -> clkdlybuf4s50_1
Period utilization - 97.6%
Number of global-route vias before repair - 1207
Vias - 1119
Max-cap violation count - 0
Max IR drop VDD - 0.0000401 V
Yosys cell types - 42
Max Clk Rate - 233 MHz
Number of core rows - 29
Cell area after synthesis - 1080 sq um
Registers - 0
Final TNS setup - 0 ps
Number of DRC markers in iteration 0 - 29
Initial antenna violation count - 0
OpenROAD warnings - 42
Dpl ws - -282 ps
Core area - 6350 sq um
Worst-margin pin slew - 317 ps
Most common cell in the synthesized netlist - ha_1
YS chip area - 1080 sq um
Worst Path Required - 3520 ps
Core Density at Floorplan - 17.0%
CP most frequent cell - a211o_1
Wire length per cell - 12.3 microns
Final worst slack - 104 ps
CP Class - in2out
Crit path time final - 4300 ps
Gate Count Post-Synth - 135
Hold crit path type - in2out
Crit path DAT - 3420 ps
Final Wtd Congestion - 0.839
Slew HR - 78.6%
N_diodes - 0
Critical path's largest stage delay - 460 ps
Dominant cell type by area after synthesis - ha_1
Die width - 101 microns
IO Port Bufs - 30
Total grt overflow - 0
DRC - 0
Yosys cell count - 135
Drt pass-1 iters - 4
Ports - 30
CP Launch Type - input pin
Slowest stage cell, crit path - clkdlybuf4s50_1
Crit Path Max Fanout - 4
Fin. max-slew vios - 0
Setup crit start - alu_in_one[0]
Status - finished, final reports clean
Drt total wl - 3.25 mm
Final hold violations - 0
Largest net degree at the start of global routing - 15
Hold path endpoint - alu_flags[0]
Global-route wire length before repair - 5.58 mm
[placed cells by master (no fill, tap or decap), drive strengths merged, types with 7 or more instances in the layout]
master and instances:
nand2 8, a21oi 7, clkdlybuf4s50 21, o21ai 9
ha 17, inv 13, nor2 10, xnor2 8
buf 29
[critical path: cells and delay by family]
family | cells | cell delay, ps
buffers and inverters | 5 | 990
adders and majority gates | 2 | 520
AOI/OAI and AO/OA | 6 | 1030
[through the flow]
stage | cell area (sq um) | hold slack [ps]
finish | 1770 | 2420
CTS | 1720 | 2700
detailed placement | 1640 | 2770
floorplan | 1080 | 1840
global route | 1770 | 2490
global placement | 1640 | 2770
[layout make-up]
type	count	area, sq um
fill	655	4580
timing repair buffer	59	518
tap	77	96.3
inverter	13	48.8
multi-input combinational	115	1110
[repair_timing]
item	4_1_cts	5_1_grt
setup buffers	0	2
setup endpoints to repair	8	5
pin swaps	11	13
gates resized	22	10
[cell families after synthesis]
logic type	synth area share (%)
adders and majority gates	23.4
and+or+nand+nor	20.0
AOI/OAI and AO/OA	20.5
buffers and inverters	7.88
muxes	14.3
xor gates and xnor gates	13.9
[worst max path at each step]
stage	to	slack (ps)	depth (start not counted)
final	alu_result[6]	100	13
after CTS	alu_flags[2]	0.2	11
after global routing	alu_result[6]	-50	13
[report_power, final]
group,switching [mW],total (mW),internal (mW)
registers,0,0,0
logic,0.101,0.252,0.151
clock network,0,0,0
[routing by layer]
metal,global-route usage [%],routed length (microns)
met3,0.762,86
met4,0.429,22
met2,11.7,1640
met5,0,0
met1,8.36,1510
No activity file was given, so power comes from the tool's default toggle rates.
